File: design/flow/config.mk
export PLATFORM = sky130hd
export DESIGN_NAME = Data_Memory
export DESIGN_NICKNAME = Data_Memory
export VERILOG_FILES = /design/flow/design.v
export SDC_FILE = /design/flow/constraint.sdc
export NUM_CORES = 4
export LEC_CHECK = 1
export CORE_UTILIZATION = 30
File: design/flow/constraint.sdc
current_design Data_Memory

set clk_period 52.9
set clk_io_pct 0.2

create_clock -name clk0 -period $clk_period [get_ports {clk}]

set non_clock_inputs [all_inputs -no_clocks]
set_input_delay [expr $clk_period * $clk_io_pct] -clock clk0 $non_clock_inputs
set_output_delay [expr $clk_period * $clk_io_pct] -clock clk0 [all_outputs]
File: design/flow/design.v
module Data_Memory
#
(	
	parameter MEMORY_DEPTH 	= 64,
	parameter DATA_WIDTH 	= 32
)(
	input clk,
	input Write_Enable_i,
	input [(DATA_WIDTH-1):0] Write_Data_i,
	input [(DATA_WIDTH-1):0] Address_i,
	output [(DATA_WIDTH-1):0]	Instruction_o
);
	reg [(DATA_WIDTH-1):0] read_address;
	reg [(DATA_WIDTH-1):0] ram [(MEMORY_DEPTH-1):0];
	always @(posedge clk) begin
		if (Write_Enable_i) begin
			ram[Address_i] <= Write_Data_i;
			read_address <= Address_i;
		end	
	end
	assign Instruction_o = ram[read_address];
endmodule 
File: design/flow/run.sh
#!/bin/bash
# OpenROAD 26Q1-2900-gdf79404cd8, Yosys 0.63+post, stock flow scripts
make -C /OpenROAD-flow-scripts/flow DESIGN_CONFIG=/design/flow/config.mk WORK_HOME=/design/flow/orfs finish
==> impl_metrics.yaml <==
# generated from flow reports
outcome:
  outcome: "finished, final reports clean"
final_timing:
  hold_viol: 0
  finalCritPeriodShare_pct: 31.16
  timing.final.setup_violations: 0
  max-slew-margin-rel_pct: 36.43
  achievable-frequency_mhz: 60.66
  rsz0062_at_grt: "false"
  setup_slack_ns: 36.42
  maxSlewViolCount: 0
  worst_pin_slew_ns: 0.9535
  setup-tns-final_ns: 0
  skew_ns: 0.01591
  final_period_minus_worst_setup_slack_ns: 16.48
final_layout:
  drive_gt1_share_pct: 28.04
  fillCellCount: 23350
  flow.area_growth_from_synthesis_pct: 14.98
run:
  warning_count: 52
  cap_viol_max_count: 0
global_routing:
  met1_layer_usage_reported_by_global_route_pct: 16.94
  grt_util_met3_pct: 14.05
  grt-ovfl-total: 0
  global_route_wire_length_before_repair_um: 278500
  first_global_vias: 40150
  top_usage_layer: "met2"
  grt_use_met2_pct: 23.84
  global_route.usage.total_pct: 15.99
  grt_start_max_net_pins: 99
  grt_antenna_before_repair: 9
synth:
  ys_sh_mux_pct: 15.19
  flop_cell: "edfxtp_1"
  yosysUniqueCellTypes: 37
  ys_cells: 3382
  numSynthFlops: 2060
  async_flop_share_pct: 0
  ys_sh_adder_pct: 0
  synth_warnings: 1
  synth.logic.top_family: "multiplexers"
  synth_seq_share_pct: 79.13
  yosys.area_share.xor_xnor_pct: 0
  ys_sh_simple_pct: 1.410
  post_synth_instance_area_um2: 78100
  count_of_flip_flops_with_a_built_in_enable_after_synthesis: 2054
  avgSynthCellArea_um2: 23.09
  synthesis.instances: 3382
  synth.cellmix.compoundShare_pct: 2.943
  synth_chip_area_um2: 78100
floorplanning:
  boundary_pin_count: 98
  dieHeight_um: 512.2
  area_inside_the_core_boundary_um2: 257900
  die_width_um: 512.2
  chipArea_um2: 262400
  fp-row-count: 186
  floorplan.initialDensity_pct: 30.29
worst_setup_path:
  crit_chain: "buf_4, buf_4, buf_4, mux4_2, a22o_1, a221oi_1, a221oi_1, clkdlybuf4s50_1"
  critPathMaxStageDelay_ns: 0.76
  library_cell_appearing_most_often_on_the_critical_path: "buf_4"
  path_delay_family: "buffers and inverters"
  cp-end-kind: "output port"
  worstRegToRegCells: 1
  ff2ff_setup_slack_ns: 52.17
  worstSetupPathType: "register to output port"
  cp-start-kind: "register"
  crit_buf_inv: 4
  rr_startpoint: "read_address[4]"
  cp_slowest_cell: "a221oi_1"
  cp_data_arrival_time_ns: 5.90
  data_required_time_at_the_worst_endpoint_ns: 42.32
  worst-path-max-fanout: 36
clock_tree:
  cts_resizes: 0
  htree_num_levels: 4
  worstSkewPairLatency_ns: 0.84
  path_clk_slew_ns: 0.06
  tritoncts: "done"
  cts_sinks: 2060
  max-clock-path-buffers: 3
  clock-root-buffer: "clkbuf_16"
  post_cts_buffers: 0
  cts-buffers-inserted: 201
  cts_hold_buf: 0
detailed_routing:
  drt_first_iter_violations: 2395
  drt-pass1-iter-count: 5
  wirelength_um: 193900
  wl_per_cell_um: 27.03
  drc_errors: 0
  postRouteAntennaNets: 0
  via_count: 36080
  route.detailed.vias_per_inst: 5.030
worst_hold_path:
  timing.hold.worst.start: "read_address[0]"
  holdPathStages: 1
  worstHoldPathType: "register to register"
placement:
  hpwlAfterDp_um: 104800
  dp_worst_setup_slack_ns: 37.01
  io_buffers: 71
  finalWeightedCongestion: 0.8044
power:
  power_leakage_nw: 27.18
  power.density_cell_area_nw_per_um2: 38.04
  worst_ir_drop_vdd_uv: 30.72
==> where the power goes <==
group	internal [mW]	switching [mW]
clock	0.752	0.598
sequential	1.81	0.00528
combinational	0.101	0.152
total	2.66	0.755
==> per-layer routing <==
| metal | routed length, µm | vias to the layer above |
|---|---|---|
| met5 | 307 | - |
| met4 | 4803 | 11 |
| met3 | 36710 | 289 |
| met2 | 91550 | 2379 |
| met1 | 60550 | 18340 |
| li1 | - | 15060 |
==> sequential cells by signal, indices dropped and copies added, names as in the netlist, named ones only <==
name and cells:
ram 2048, read_address 6
==> cell type report <==
cell class | count | area [µm²] | area share (%)
Antenna cell | 5 | 12.51 | 0.01393
Timing Repair Buffer | 224 | 1737 | 1.934
Sequential cell | 2060 | 61810 | 68.84
Tap cell | 3384 | 4234 | 4.715
Clock inverter | 115 | 987.2 | 1.099
Multi-Input combinational cell | 1131 | 15770 | 17.56
Inverter | 2 | 7.507 | 0.008360
Clock buffer | 252 | 5243 | 5.838
==> synthesized netlist by cell type (3+ instances only) <==
library cell	n	area [µm²]
or3_1	3	18.77
nand3b_1	4	30.03
nand2b_1	13	81.33
buf_4	36	270.3
a22oi_1	51	382.9
nor2b_1	10	62.56
a31oi_1	8	50.05
o221ai_1	24	210.2
mux2_2	30	337.8
clkbuf_1	84	315.3
a22o_1	36	315.3
dfxtp_1	6	120.1
nor2_1	128	480.5
and2_1	3	18.77
a21oi_1	46	230.2
edfxtp_1	2054	61680
nand3_1	15	75.07
mux2i_1	29	290.3
or3b_2	4	35.03
o31ai_1	6	45.04
a221oi_1	51	446.7
o22ai_1	74	462.9
nand2_1	64	240.2
buf_2	40	200.2
buf_6	18	202.7
buf_1	11	41.29
o21ai_0	8	40.04
mux4_2	499	11240
a211oi_1	12	90.09
nor3_1	5	25.02
==> stage by stage <==
step	hold WS (ns)	util, %	cell area, µm²	total power, mW	instances
after CTS	0.4730	34.82	89790	3.449	7168
after detailed placement	0.4590	32.40	83560	2.106	6801
final	0.4688	34.82	89800	3.416	7173
after global placement	0.4569	32.40	83560	2.104	6801
after floorplan	0.4494	-	78100	1.992	3382
after global routing	0.4849	34.82	89790	3.528	7171
==> placed cells by master, fill, tap and decap left out, types with 4 or more instances in the layout <==
master           Yosys  routed
clkdlybuf4s50_1      0      39
clkbuf_16            0     202
a21oi_1             46      46
clkbuf_1            84      50
edfxtp_1          2054    2054
a31oi_1              8       8
nand2b_1            13      13
o21ai_0              8       8
clkinv_1             0      51
inv_6                0       5
nand3_1             15      15
diode_2              0       5
mux4_2             499     499
nor2_4               0      61
nor2b_1             10       7
a211oi_1            12      12
nor2_1             128      66
a22oi_1             51      51
mux2_2              30      30
o221ai_1            24      24
a22o_1              36      36
mux2i_1             29      29
nand3b_1             4       4
or3b_2               4       4
clkinv_2             0      37
nand2_1             64      64
o22ai_1             74      74
clkinv_16            0       7
o31ai_1              6       6
nor3_2               0       4
buf_2               40      32
a221oi_1            51      51
buf_4               36     150
bufinv_16            0      10
==> cells by family after synthesis <==
logic type | after synthesis
muxes | 558
DFF | 2060
AOI/OAI and AO/OA | 319
and+or+nand+nor | 254
buffers and inverters | 191
==> how the worst max path moves through the flow <==
stage,endpoint,slack [ns],cells after the start
CTS,Instruction_o[28],36.10,9
global route,Instruction_o[3],35.99,8
finish,Instruction_o[3],36.42,8
Power and IR drop assume default switching activity.

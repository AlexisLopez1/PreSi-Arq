### /design/flow/config.mk
export PLATFORM = sky130hd
export DESIGN_NAME = Register_File
export DESIGN_NICKNAME = Register_File
export VERILOG_FILES = /design/flow/design.v
export SDC_FILE = /design/flow/constraint.sdc
export NUM_CORES = 4
export LEC_CHECK = 1
export CORE_AREA = 10 10 94 94
export DIE_AREA = 0 0 104 104
### /design/flow/design.v
module Register_File
#(
	parameter N = 32
)(
	input 		clk,
	input 		reset,
	input 		Reg_Write_i,
	input  [4:0] Write_Register_i,
	input  [4:0] Read_Register_1_i,
	input  [4:0] Read_Register_2_i,
	input  [N-1:0] Write_Data_i,
	output [N-1:0] Read_Data_1_o,
	output [N-1:0] Read_Data_2_o
);
	wire [31:0] enc;
	wire [31:0] q0,  q1,  q2,  q3,  q4,  q5,  q6,  q7, 
					q8,  q9,  q10, q11, q12, q13, q14, q15, 
				   q16, q17, q18, q19, q20, q21, q22, q23, 
				   q24, q25, q26, q27, q28, q29, q30, q31;
	encoder_32 EN(.selector_i(Write_Register_i), .data_o(enc));
	ff_d  S0(.d(Write_Data_i), .clk(clk), .rst(reset), .en(enc[0]&Reg_Write_i),  .q(q0));
	ff_d  S1(.d(Write_Data_i), .clk(clk), .rst(reset), .en(enc[1]&Reg_Write_i),  .q(q1));
	ff_d  S2(.d(Write_Data_i), .clk(clk), .rst(reset), .en(enc[2]&Reg_Write_i),  .q(q2));
	ff_d  S3(.d(Write_Data_i), .clk(clk), .rst(reset), .en(enc[3]&Reg_Write_i),  .q(q3));
	ff_d  S4(.d(Write_Data_i), .clk(clk), .rst(reset), .en(enc[4]&Reg_Write_i),  .q(q4));
	ff_d  S5(.d(Write_Data_i), .clk(clk), .rst(reset), .en(enc[5]&Reg_Write_i),  .q(q5));
	ff_d  S6(.d(Write_Data_i), .clk(clk), .rst(reset), .en(enc[6]&Reg_Write_i),  .q(q6));
	ff_d  S7(.d(Write_Data_i), .clk(clk), .rst(reset), .en(enc[7]&Reg_Write_i),  .q(q7));
	ff_d  S8(.d(Write_Data_i), .clk(clk), .rst(reset), .en(enc[8]&Reg_Write_i),  .q(q8));
	ff_d  S9(.d(Write_Data_i), .clk(clk), .rst(reset), .en(enc[9]&Reg_Write_i),  .q(q9));
	ff_d S10(.d(Write_Data_i), .clk(clk), .rst(reset), .en(enc[10]&Reg_Write_i), .q(q10));
	ff_d S11(.d(Write_Data_i), .clk(clk), .rst(reset), .en(enc[11]&Reg_Write_i), .q(q11));
	ff_d S12(.d(Write_Data_i), .clk(clk), .rst(reset), .en(enc[12]&Reg_Write_i), .q(q12));
	ff_d S13(.d(Write_Data_i), .clk(clk), .rst(reset), .en(enc[13]&Reg_Write_i), .q(q13));
	ff_d S14(.d(Write_Data_i), .clk(clk), .rst(reset), .en(enc[14]&Reg_Write_i), .q(q14));
	ff_d S15(.d(Write_Data_i), .clk(clk), .rst(reset), .en(enc[15]&Reg_Write_i), .q(q15));
	ff_d S16(.d(Write_Data_i), .clk(clk), .rst(reset), .en(enc[16]&Reg_Write_i), .q(q16));
	ff_d S17(.d(Write_Data_i), .clk(clk), .rst(reset), .en(enc[17]&Reg_Write_i), .q(q17));
	ff_d S18(.d(Write_Data_i), .clk(clk), .rst(reset), .en(enc[18]&Reg_Write_i), .q(q18));
	ff_d S19(.d(Write_Data_i), .clk(clk), .rst(reset), .en(enc[19]&Reg_Write_i), .q(q19));
	ff_d S20(.d(Write_Data_i), .clk(clk), .rst(reset), .en(enc[20]&Reg_Write_i), .q(q20));
	ff_d S21(.d(Write_Data_i), .clk(clk), .rst(reset), .en(enc[21]&Reg_Write_i), .q(q21));
	ff_d S22(.d(Write_Data_i), .clk(clk), .rst(reset), .en(enc[22]&Reg_Write_i), .q(q22));
	ff_d S23(.d(Write_Data_i), .clk(clk), .rst(reset), .en(enc[23]&Reg_Write_i), .q(q23));
	ff_d S24(.d(Write_Data_i), .clk(clk), .rst(reset), .en(enc[24]&Reg_Write_i), .q(q24));
	ff_d S25(.d(Write_Data_i), .clk(clk), .rst(reset), .en(enc[25]&Reg_Write_i), .q(q25));
	ff_d S26(.d(Write_Data_i), .clk(clk), .rst(reset), .en(enc[26]&Reg_Write_i), .q(q26));
	ff_d S27(.d(Write_Data_i), .clk(clk), .rst(reset), .en(enc[27]&Reg_Write_i), .q(q27));
	ff_d S28(.d(Write_Data_i), .clk(clk), .rst(reset), .en(enc[28]&Reg_Write_i), .q(q28));
	ff_d S29(.d(Write_Data_i), .clk(clk), .rst(reset), .en(enc[29]&Reg_Write_i), .q(q29));
	ff_d S30(.d(Write_Data_i), .clk(clk), .rst(reset), .en(enc[30]&Reg_Write_i), .q(q30));
	ff_d S31(.d(Write_Data_i), .clk(clk), .rst(reset), .en(enc[31]&Reg_Write_i), .q(q31));
	mux4to1 RD1(
		.in0(q0),   .in1(q1),   .in2(q2),   .in3(q3),   .in4(q4),   .in5(q5),   .in6(q6),   .in7(q7), 
		.in8(q8),   .in9(q9),   .in10(q10), .in11(q11), .in12(q12), .in13(q13), .in14(q14), .in15(q15), 
		.in16(q16), .in17(q17), .in18(q18), .in19(q19), .in20(q20), .in21(q21), .in22(q22), .in23(q23), 
		.in24(q24), .in25(q25), .in26(q26), .in27(q27), .in28(q28), .in29(q29), .in30(q30), .in31(q31),
		.selector_i(Read_Register_1_i),
		.data_o(Read_Data_1_o)
	);
	mux4to1 RD2(
		.in0(q0),   .in1(q1),   .in2(q2),   .in3(q3),   .in4(q4),   .in5(q5),   .in6(q6),   .in7(q7), 
		.in8(q8),   .in9(q9),   .in10(q10), .in11(q11), .in12(q12), .in13(q13), .in14(q14), .in15(q15), 
		.in16(q16), .in17(q17), .in18(q18), .in19(q19), .in20(q20), .in21(q21), .in22(q22), .in23(q23), 
		.in24(q24), .in25(q25), .in26(q26), .in27(q27), .in28(q28), .in29(q29), .in30(q30), .in31(q31),
		.selector_i(Read_Register_2_i),
		.data_o(Read_Data_2_o)
	);
endmodule
module encoder_32(
	input  [4:0] selector_i, 
	output reg[31:0] data_o
);
	always @(selector_i) begin
		case (selector_i)
			 5'b00000: begin
            data_o[0] = 1'b1;
         end
			5'b00001: begin
            data_o[1] = 1'b1;
         end
			5'b00010: begin
            data_o[2] = 1'b1;
         end
			5'b00011: begin
            data_o[3] = 1'b1;
         end
			5'b00100: begin
            data_o[4] = 1'b1;
         end
			5'b00101: begin
            data_o[5] = 1'b1;
         end
			5'b00110: begin
            data_o[6] = 1'b1;
         end
			5'b00111: begin
            data_o[7] = 1'b1;
         end
			5'b01000: begin
            data_o[8] = 1'b1;
         end
			5'b01001: begin
            data_o[9] = 1'b1;
         end
			5'b01010: begin
            data_o[10] = 1'b1;
         end
			5'b01011: begin
            data_o[11] = 1'b1;
         end
			5'b01100: begin
            data_o[12] = 1'b1;
         end
			5'b01101: begin
            data_o[13] = 1'b1;
         end
			5'b01110: begin
            data_o[14] = 1'b1;
         end
			5'b01111: begin
            data_o[15] = 1'b1;
         end
			5'b10000: begin
            data_o[16] = 1'b1;
         end
			5'b10001: begin
            data_o[17] = 1'b1;
         end
			5'b10010: begin
            data_o[18] = 1'b1;
         end
			5'b10011: begin
            data_o[19] = 1'b1;
         end
			5'b10100: begin
            data_o[20] = 1'b1;
         end
			5'b10101: begin
            data_o[21] = 1'b1;
         end
			5'b10110: begin
            data_o[22] = 1'b1;
         end
			5'b10111: begin
            data_o[23] = 1'b1;
         end
			5'b11000: begin
            data_o[24] = 1'b1;
         end
			5'b11001: begin
            data_o[25] = 1'b1;
         end
			5'b11010: begin
            data_o[26] = 1'b1;
         end
			5'b11011: begin
            data_o[27] = 1'b1;
         end
			5'b11100: begin
            data_o[28] = 1'b1;
         end
			5'b11101: begin
            data_o[29] = 1'b1;
         end
			5'b11110: begin
            data_o[30] = 1'b1;
         end
			5'b11111: begin
            data_o[31] = 1'b1;
         end
		endcase
	end
endmodule 
module ff_d(input [31:0] d, input clk, rst, en, output reg [31:0] q);
	always @ (posedge clk or negedge rst) begin
		if (!rst) begin
			q <= 0;
		end
		else begin
			if (en) begin
				q <= d;
			end
		end
	end
endmodule 
module mux4to1(
	input [31:0]  in0,  in1,  in2,  in3,  in4,  in5,  in6,  in7, 
					  in8,  in9,  in10, in11, in12, in13, in14, in15, 
					  in16, in17, in18, in19, in20, in21, in22, in23, 
					  in24, in25, in26, in27, in28, in29, in30, in31,
	input  [4:0]  selector_i,
	output reg [31:0] data_o
);
   always @ (*) begin
      case(selector_i)
         5'b00000: begin
            data_o = in0;
         end
			5'b00001: begin
            data_o = in1;
         end
			5'b00010: begin
            data_o = in2;
         end
			5'b00011: begin
            data_o = in3;
         end
			5'b00100: begin
            data_o = in4;
         end
			5'b00101: begin
            data_o = in5;
         end
			5'b00110: begin
            data_o = in6;
         end
			5'b00111: begin
            data_o = in7;
         end
			5'b01000: begin
            data_o = in8;
         end
			5'b01001: begin
            data_o = in9;
         end
			5'b01010: begin
            data_o = in10;
         end
			5'b01011: begin
            data_o = in11;
         end
			5'b01100: begin
            data_o = in12;
         end
			5'b01101: begin
            data_o = in13;
         end
			5'b01110: begin
            data_o = in14;
         end
			5'b01111: begin
            data_o = in15;
         end
			5'b10000: begin
            data_o = in16;
         end
			5'b10001: begin
            data_o = in17;
         end
			5'b10010: begin
            data_o = in18;
         end
			5'b10011: begin
            data_o = in19;
         end
			5'b10100: begin
            data_o = in20;
         end
			5'b10101: begin
            data_o = in21;
         end
			5'b10110: begin
            data_o = in22;
         end
			5'b10111: begin
            data_o = in23;
         end
			5'b11000: begin
            data_o = in24;
         end
			5'b11001: begin
            data_o = in25;
         end
			5'b11010: begin
            data_o = in26;
         end
			5'b11011: begin
            data_o = in27;
         end
			5'b11100: begin
            data_o = in28;
         end
			5'b11101: begin
            data_o = in29;
         end
			5'b11110: begin
            data_o = in30;
         end
			5'b11111: begin
            data_o = in31;
         end
       endcase
   end
endmodule 
### /design/flow/run.sh
#!/bin/bash
# OpenROAD 26Q1-2900-gdf79404cd8, Yosys 0.63+post, stock flow scripts
make -C /OpenROAD-flow-scripts/flow DESIGN_CONFIG=/design/flow/config.mk WORK_HOME=/design/flow/orfs finish
### /design/flow/constraint.sdc
current_design Register_File

set clk_period 1.0
set clk_io_pct 0.2

create_clock -name clk0 -period $clk_period [get_ports {clk}]

set non_clock_inputs [all_inputs -no_clocks]
set_input_delay [expr $clk_period * $clk_io_pct] -clock clk0 $non_clock_inputs
set_output_delay [expr $clk_period * $clk_io_pct] -clock clk0 [all_outputs]
==> CHANGELOG.md <==
### Metrics

- Flip-flop count of the largest register after layout: 32
- Setup violations, final: 26
- Synth area leader: dfrtp_1
- Clk pwr share: roughly 28%
- Min-Delay Path Class: in2async
- HPWL after DPL: between 3000 and 4000 um
- Via count: ~1100
- Pwr Density: 1340 nW/um2
- Comb pwr share: just under 30%
- Final worst setup slack: -0.104 ns
- Warning count from the yosys run: 3
- Placed Cells: 268
- Die area: about 11000 um2
- Crit path DAT: ~0.90 ns
- Top cell excl fill/tap: buf_6
- Max FO, Critical Path: 2
- R2R depth: 3
- Area reported by Yosys stat: between 1500 and 2000 um2
- CP endpoint kind: primary output
- Vias per cell: between 3 and 4
- Setup Crit Path Kind: reg2out
- DRC Markers: 0
- Starting DRC count in detailed routing: 4
- Count of different cell masters after synthesis: 6
- Layout Cells excl Fill: between 300 and 400
- Dpl ws: -0.0657 ns
- Sequential Power Share: roughly 42%
- Total power: 3.60 mW
- CTS tree: done
- Startpoint types: register
- Worst clock skew: 0 ns
- Dpl cell area: roughly 2500 um2
- Final Hold Violation Tally: 32
- Syn_area_per_cell: between 15 and 20 um2
- Ratio of cells with drive above 1 in the final layout: between 60% and 70%
- Mapped Area: approximately 1600 um2
- Max Cap Viol: 0
- R2r startpoint: S4.q[8]
- GPL Wtd Cong: 0.671
- Die width: ~100 um
- CTS H-tree lvls: 2
- Reg2Reg Setup Slack: 0 ns
- Number of inserted diodes: 0
- Final WL: 4480 um
- DR WL/cell: 14.8 um
- Seq cells post-synth: 32
- Clock transition at the registers of the reported paths: 0.07 ns
- Worst skew pair latency: 0.28 ns
- Violated checks: hold timing, setup timing
- Sink Count: 32
- RSZ-0062 raised after global routing: true
- Leak pwr: approximately 1.3 nW
- Top cell area share: around half
- First-pass GRT wire length: between 7000 and 8000 um
- Vias in the first global route: roughly 1300
- Fmax: between 900 and 1000 MHz
- Crit path required time: 0.80 ns
- Slew Limit Fails: 0
- Top reg by flops: S4.q
- Placeable Area: roughly 6800 um2
- Relative slew slack: between 80% and 90%
- Yosys cell count: roughly 100
- Area delta synth->final: 69.9%
- Final TNS setup: -1.85 ns
- CTS root buf: clkbuf_8
- Num CTS Buffers: 5
- Hold WS: -0.132 ns
- Drt pass-1 iters: 2
- Synthesized netlist cell count: roughly 100
- DRT antenna net count: 0
- Floorplan utilization: a little under a quarter
- Ports: between 100 and 150
- PortBufs: 98
- Commonest cells after routing, fill and taps aside: buf_6 (53), buf_2 (45), dfrtp_1 (32), clkdlybuf4s50_1 (32), mux2_4 (30)
- Sequential-to-total area share from yosys stat: slightly above 50%
- Top Registers: S4.q (32)
- Run status: finished, violations left
- Largest net degree at the start of global routing: 33
- Sw Ratio: between 20% and 30%
- Cell area leaders: dfrtp_1 (51%), mux2_4 (28%), buf_4 (15%)
- GRT Util Overall: around 8%
- Antenna violations before repair: 0
- Part of the cycle the worst path needs: 110%
- P_int: ~2.8 mW
- Final min period: 1.10 ns
- Grt total ovfl: 0
- Die Height: 104 um
- Number of cell rows: 30
- Measured slew at the worst slew-check pin: 0.185 ns
- Worst reg2reg path endpoint: S4.q[8]
- Final Util: around 39%
- Worst VDD drop: approximately 0.44 mV
- Tally of OpenROAD warnings: roughly 44
- P_sw: ~800 uW
- Clock Tree Buf Depth: 2
- Fin area: 2690 um2
[metal layers]
metal	up-vias	wire, um	global-route usage [%]
met4	0	81	1.19
met2	39	2410	14.8
met3	6	167	1.63
met1	527	1820	9.93
li1	506	-	-
met5	-	0	0
[synth_stat cells]
cell type,instances
buf_12,3
buf_4,32
dfrtp_1,32
buf_6,1
mux2_2,2
mux2_4,30
[how the worst max path moves through the flow]
stage,start,endpoint,slack [ns],cells after the start
after CTS,S4.q[6],Read_Data_1_o[6],-0.12,2
final,S4.q[8],Read_Data_2_o[8],-0.10,2
after global routing,S4.q[19],Read_Data_1_o[19],-0.15,2
[power groups by stage]
| stage | registers (mW) | clock network [mW] | logic (mW) |
|---|---|---|---|
| 5_1_grt | 1.54 | 1.16 | 1.14 |
| 4_1_cts | 1.52 | 1.08 | 1.08 |
| 6_report | 1.52 | 1.03 | 1.05 |
[cell type report]
class                   instances  area, um2
fillers                       658       4140
repair buffers                134       1210
flip-flops and latches         32        801
multi-input cells              32        473
well taps                      96        120
clock buffers                   8       90.1
[critical path, stage by stage (launching register included)]
cell	delay [ns]
dfrtp_1	0.40
buf_6	0.13
buf_6	0.10
[logic make-up (layout without fill, tap and decap cells)]
kind of cell  Yosys count  in the layout  synth area share (%)
flops                  32             32                  50.5
buf+inv                36            142                  19.7
mux                    32             32                  29.8
[repair_timing]
action	in CTS	in global routing
gates cloned	0	0
endpoints found under the setup margin	64	75
gates resized	241	7
endpoints found under the hold margin	32	32
setup buffers	29	1
Power figures rest on the tool's default switching activity, not on a simulated workload.

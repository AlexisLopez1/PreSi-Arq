`config.mk`:
```
export PLATFORM = sky130hd
export DESIGN_NAME = ALU
export DESIGN_NICKNAME = ALU
export VERILOG_FILES = /design/flow/design.v
export SDC_FILE = /design/flow/constraint.sdc
export NUM_CORES = 4
export LEC_CHECK = 1
export CORE_UTILIZATION = 30
```
`constraint.sdc`:
```
current_design ALU

set clk_period 19.2
set clk_io_pct 0.2

create_clock -name clk0 -period $clk_period

set non_clock_inputs [all_inputs -no_clocks]
set_input_delay [expr $clk_period * $clk_io_pct] -clock clk0 $non_clock_inputs
set_output_delay [expr $clk_period * $clk_io_pct] -clock clk0 [all_outputs]
```
`design.v`:
```
module ALU (	  
	input [3:0]  selector,
	input [31:0] a, b,
	output reg	[31:0] y
);
	always @ (*)
		begin
			y= 4'b0;
			case (selector)
			4'b0000: y = a;
			4'b0001: y = b;
			4'b0010: y = a + 1'b1;
			4'b0011: y = b + 1'b1;
			4'b0100: y = a + b;
			4'b0101: y = a + ~b;
			4'b0110: y = a + (~b) + 1'b1;
			4'b0111: y = a & b;
			4'b1001: y = a | b;
			4'b1010: y = a ^ b;
			4'b1011: y = ~a;
			4'b1100: y = ~b;
			4'b1101: y = a << 1;
			4'b1110: y = a >> 1;
			4'b1111: y = 0;
			default: y = 4'b0;
		endcase
	end
endmodule
```
`run.sh`:
```
#!/bin/bash
# OpenROAD 26Q1-2900-gdf79404cd8, Yosys 0.63+post, stock flow scripts
make -C /OpenROAD-flow-scripts/flow DESIGN_CONFIG=/design/flow/config.mk WORK_HOME=/design/flow/orfs finish
```
==> results_dict.tcl <==
# place-and-route summary
set metrics [dict create \
    min_period_ps 13180 \
    core_area_mm2 0.0279 \
    chipArea_mm2 0.0293 \
    grt_usage_pct 28.8 \
    portBuffers 100 \
    met1Wirelength_um 18200 \
    ioPinCount 100 \
    hp-class "input pin to output port" \
    fill_cells 3083 \
    final-max-slew-violation-count 0 \
    wl_per_cell_um 23.9 \
    hold_ws_ps 8690 \
    drt-total-wl_um 42200 \
    fin_area_mm2 0.00997 \
    grt_pass1_vias 10400 \
    drt_iter0_drc 1222 \
    post-route-period-util_pct 68.7 \
    postSynthSeqShare_pct 0 \
    layout_top_cell "nor2_1" \
    syn2layout_area_growth_pct 16.2 \
    nFlopsAndLatches 0 \
    maxSlewHeadroom_pct 39.1 \
    fmax_mhz 75.9 \
    n_clock_buffer 0 \
    worstMarginPinSlew_ps 908 \
    cts_resized 0 \
    dr.pass1.iters 8 \
    drive_gt1_share_pct 4.82 \
    maxCapViolCount 0 \
    irDropWorstVdd_mv 0.0128 \
    yosysChipArea_mm2 0.00858 \
    lay_top_cells "127 x nor2_1, 118 x a21oi_1, 103 x inv_1, 103 x nand2_1, 98 x clkdlybuf4s50_1" \
    setup_viol 0 \
    powerDensity_mw_per_mm2 28.0 \
    arrival_ps 9340 \
    netlist.area_leader.share_pct 14.0 \
    status "finished, final reports clean" \
    grt_setup_unrepaired "false" \
    leakage_nw 3.97 \
    gp_congestion 1.02 \
    met2WireLength_um 18300 \
    rows 61 \
    grt_pass1_wl_um 63300 \
    drcViolationCount 0 \
    antenna_found_initial 1 \
    place_inst 1769 \
    yosys_warnings 1 \
    cts_setup_buffers 0 \
    fp_util_pct 30.7 \
    worst_setup_path_end_kind "output port" \
    area_leaders "ha_1 14%, a21oi_1 6.9%, nor2_1 5.7%" \
    startpoint_type "input pin" \
    detail_route.vias_per_cell 6.36 \
    dpl-instance-area_mm2 0.00997 \
    required_ps 15360 \
    synth_cells 1350 \
    synth_area_mm2 0.00858 \
    largest_area_cell "ha_1" \
    syn_avg_cell_area_um2 6.35 \
    warnings 95 \
    synth_cell_types 83 \
    path_class "input pin to output port" \
    postCtsHoldBufs 0 \
    hold_viol 0 \
    vias 11200 \
    stdcell_count 1769 \
    ys_cells 1350 \
    place_hpwl_um 31500 \
    crit_fanout 15 \
    die_h_um 171 \
    grt_overflow_total 0 \
    highest_layer "met4" \
    dr_wl_met3_um 4200 \
    die-width_um 171 \
    setup_tns_ps 0 \
    ant_nets 0 \
    grt_max_degree 42 \
    regArea_um2 0 \
    diodes 0 \
    power_mw 0.280 \
]
[power breakdown]
part / internal, mW / switching (mW) / total (mW)
combinational: 0.111 / 0.169 / 0.280
clock: 0 / 0 / 0
sequential: 0 / 0 / 0
total: 0.111 / 0.169 / 0.280
[kinds of logic (layout without fill, tap and decap cells)]
family	count (synthesis)	count (layout)	share of synthesized area [%]
compound gates	514	514	41.0
xor+xnor	30	30	3.06
fa+ha+maj	98	98	14.5
buf+inv	199	240	8.99
mux	30	30	3.50
simple gates	479	479	29.0
[routing by layer]
layer / GRT usage, % / vias up
met5: 0 / -
met4: 9.67 / 0
met3: 5.68 / 103
met2: 44.0 / 643
met1: 40.3 / 5289
li1: - / 5212
[Yosys cell counts (8+ instances only)]
master     number
nor2_1        130
a21oi_1       118
inv_1         103
nand2_1       103
ha_1           96
clkbuf_1       80
o21ai_0        75
o22ai_1        48
o211ai_1       38
a221oi_1       37
nand3_1        37
nor3_1         34
mux2i_1        30
nor2b_1        25
a22oi_1        24
nor4_1         21
a221o_1        19
nand2b_1       19
o221ai_1       18
xnor2_1        18
a211oi_1       17
nand4_1        16
or3_1          13
a21o_1         12
and2_1         12
xor2_1         12
and3_1         11
a31oi_1        10
o2111ai_1      10
o21ai_1        10
o31ai_1        10
nor3b_1         9
a211o_1         8
[path summary, 6_finish.rpt]
kind | start | depth (start not counted) | end
max | a[13] | 14 | y[31]
min | selector[3] | 5 | y[1]
[metrics by stage]
stage	util (%)	setup slack, ps
final	35.7	6020
after global routing	35.7	5760
after CTS	35.7	6190
after detailed placement	35.7	6210
after global placement	35.7	6210
after floorplan	-	8210
[worst max-delay path: stages]
cell and delay [ps]:
clkdlybuf4s50_1 690, inv_1 80, ha_1 550, nor4_1 610, o2111ai_1 190, a31oi_1 450, or3_1 230, o21ai_0 170
a211oi_1 590, nand3_2 460, nor4_2 520, a311oi_1 150, or3_1 390, clkdlybuf4s50_1 400
[final cells by class]
type / instances / area [um2] / share of cell area, %
Multi-Input combinational cell: 1151 / 7850 / 78.7
Timing Repair Buffer: 136 / 1260 / 12.7
Tap cell: 378 / 473 / 4.74
Inverter: 104 / 390 / 3.92
